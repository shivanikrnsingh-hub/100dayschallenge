===== ./run.sh =====
#!/bin/bash
# OpenROAD 26Q1-2900-gdf79404cd8, Yosys 0.63+post, stock flow scripts
make -C /OpenROAD-flow-scripts/flow DESIGN_CONFIG=/design/flow/config.mk WORK_HOME=/design/flow/orfs finish

===== ./config.mk =====
export PLATFORM = sky130hd
export DESIGN_NAME = bit4_divider
export DESIGN_NICKNAME = bit4_divider
export VERILOG_FILES = /design/flow/design.v
export SDC_FILE = /design/flow/constraint.sdc
export NUM_CORES = 4
export LEC_CHECK = 1
export CORE_AREA = 10 10 109 109
export DIE_AREA = 0 0 119 119

===== ./constraint.sdc =====
current_design bit4_divider

set clk_period 47.2
set clk_io_pct 0.2

create_clock -name clk0 -period $clk_period

set non_clock_inputs [all_inputs -no_clocks]
set_input_delay [expr $clk_period * $clk_io_pct] -clock clk0 $non_clock_inputs
set_output_delay [expr $clk_period * $clk_io_pct] -clock clk0 [all_outputs]

===== ./design.v =====
`timescale 1ns / 1ps
module bit4_divider(
input [3:0] divident,divisor,
output reg [3:0] q,r
    );
integer i;
always@(*)begin
q=0;
r=divident;
if(divisor==0)
begin
 q=0;
 r=divident;
 end
 else
 begin
 for(i=0;i<=16;i=i+1)begin
 if(r>=divisor)begin
 r=r-divisor;
 q=q+1;
 end 
 end 
 end
 end
 endmodule

==> results.cfg <==
; implementation run metrics
[run_status]
status = complete, no violations

[die]
die_h_um = 119
core_um2 = 9640
io_pins = 16
chipWidth_um = 119
dieArea_um2 = 14200
fp_util_pct = 49.6
num_rows = 36

[cells_and_area]
layout_top_cells = 94 x nand2_1, 84 x ha_1, 56 x xnor2_1, 54 x inv_1, 47 x nor2_1
utilization_pct = 53.4
drive_gt1_share_pct = 8.07
clkbuf_count = 0
regArea_um2 = 0
flop-count = 0
nFillCells = 946
logic_area_um2 = 4560
area_growth_pct = 7.53
instances_no_fill = 790
layout.cells.most_common = nand2_1

[global_route]
gr-total-overflow = 0
grt_use_total_pct = 15.9
grt_pass1_vias = 4087
antenna_found_initial = 0
grt_max_degree = 20
grt_pass1_wl_mm = 19.5

[critical_path]
critPathCaptureType = primary output
critical_path.max_fanout = 19
critPathSlowestCell = fa_1
cp.arrival_ns = 35.59
path_class = primary input to primary output
cpPeakStageDelay_ns = 0.48
cp_data_required_time_ns = 37.76
start_kind = primary input
cpMostUsedCell = ha_1

[synthesis]
top_cells_by_area = ha_1 22%, xnor2_1 10%, nand2_1 7.4%
synth_area_um2 = 4790
netlist.area_leader.share_pct = 22.0
synth_cell_types = 64
syn_area_per_cell_um2 = 7.42
ys_chip_area_um2 = 4790
top_area_cell = ha_1
ys_cells = 645
ys_seq_share_pct = 0
yosysWarningCount = 1
syn_inst = 645

[worst_hold_path]
hold_path_class = primary input to primary output

[placement]
placedCellCount = 790
dpl_worst_slack_ns = 1.22
gp_congestion = 0.915
io_buffers = 16
hpwl_mm = 9.01

[routing]
drt_first_iter_violations = 211
via_count = 4345
drt_wl_total_mm = 11.2
antennaDiodeCount = 0
viasPerCell = 5.50
drt_pre_antenna_iters = 5
drc = 0
antenna_left = 0
wire_per_inst_um = 14.2

[sta]
setup_tns_ns = 0
finalCritPeriodShare_pct = 95.4
setup_ws_ns = 2.17
setup_viol = 0
slew_headroom_pct = 61.2
worst_slew_pin_slew_ns = 0.576
slew_viol_final = 0
finalHoldViolCount = 0
fmax_ghz = 0.0222
rsz0062_at_grt = no
final.min_clock_period_ns = 45.03

[flow_run]
tool_warnings = 33
drv_cap = 0

[clock_tree]
cts_setup_buffers = 0
## critical path: cells and delay by family
family	cells	cell delay, ns
XOR/XNOR	1	0.14
multiplexers	6	2.02
AND-OR/OR-AND	47	10.79
buffers and inverters	12	2.58
AND/OR/NAND/NOR	20	2.22
adder cells (fa/ha/maj)	28	8.35
## area by class of cell
type / instances / area share [%]
multi-input combinational: 579 / 88.5
tap: 133 / 3.23
inverter: 54 / 3.94
timing repair buffer: 24 / 4.28
## cells in the mapped netlist, types with 2 or more instances
| library cell | instances |
|---|---|
| a211oi_1 | 2 |
| a21bo_2 | 4 |
| a21boi_0 | 5 |
| a21boi_1 | 6 |
| a21o_1 | 33 |
| a21oi_1 | 46 |
| a311oi_1 | 2 |
| a31o_2 | 2 |
| a31oi_1 | 8 |
| and2_1 | 4 |
| and3_1 | 3 |
| clkbuf_1 | 10 |
| fa_1 | 17 |
| ha_1 | 84 |
| inv_1 | 54 |
| mux2_2 | 12 |
| mux2i_1 | 6 |
| nand2_1 | 94 |
| nand2b_1 | 2 |
| nand3_1 | 19 |
| nand3b_1 | 2 |
| nor2_1 | 47 |
| nor2b_1 | 4 |
| nor3_1 | 7 |
| nor3b_1 | 3 |
| nor4_1 | 2 |
| o2111ai_1 | 2 |
| o211ai_1 | 5 |
| o21a_1 | 12 |
| o21ai_0 | 29 |
| o21ai_1 | 2 |
| o21ai_2 | 4 |
| o21bai_1 | 3 |
| o22a_1 | 2 |
| o22ai_1 | 3 |
| o31ai_1 | 7 |
| xnor2_1 | 56 |
| xnor2_2 | 3 |
| xnor3_2 | 4 |
| xor2_1 | 11 |
## cell families after synthesis
group                    count (synthesis)  synth area share, %
multiplexers                            18                 4.08
AND-OR/OR-AND                          191                 27.2
buffers and inverters                   66                 5.33
XOR/XNOR                                78                 17.2
adder cells (fa/ha/maj)                101                 29.1
AND/OR/NAND/NOR                        191                 17.1
## path summary, 6_finish.rpt
| kind | startpoint | endpoint | slack [ns] | depth (start not counted) |
|---|---|---|---|---|
| worst max-delay path | divisor[1] | q[3] | 2.17 | 114 |
| worst min-delay path | divident[2] | r[2] | 19.90 | 4 |
## metal layers
metal	part of all wire [%]	track usage, %
met1	53	24.4
met2	44	25.5
met3	2.1	0.384
met4	0.57	0.992
met5	0	0
## timing repair
action,in CTS,in global routing
setup endpoints to repair,0,8
gates resized,0,6
hold buffers,0,0
## metrics by stage
| stage | area, um^2 | hold slack, ns |
|---|---|---|
| 3_3_place_gp | 5120 | 19.90 |
| 5_1_grt | 5150 | 19.98 |
| 4_1_cts | 5120 | 19.92 |
| 2_1_floorplan | 4790 | 18.97 |
| 6_report | 5150 | 19.90 |
| 3_5_place_dp | 5120 | 19.92 |
