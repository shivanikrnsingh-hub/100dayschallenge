<file path="flow/constraint.sdc">
current_design binary_to_bcd_converter

set clk_period 4.5
set clk_io_pct 0.2

create_clock -name clk0 -period $clk_period

set non_clock_inputs [all_inputs -no_clocks]
set_input_delay [expr $clk_period * $clk_io_pct] -clock clk0 $non_clock_inputs
set_output_delay [expr $clk_period * $clk_io_pct] -clock clk0 [all_outputs]
</file>
<file path="flow/config.mk">
export PLATFORM = sky130hd
export DESIGN_NAME = binary_to_bcd_converter
export DESIGN_NICKNAME = binary_to_bcd_converter
export VERILOG_FILES = /design/flow/design.v
export SDC_FILE = /design/flow/constraint.sdc
export NUM_CORES = 4
export LEC_CHECK = 1
export CORE_AREA = 10 10 70 70
export DIE_AREA = 0 0 80 80
</file>
<file path="flow/run.sh">
#!/bin/bash
# OpenROAD 26Q1-2900-gdf79404cd8, Yosys 0.63+post, stock flow scripts
make -C /OpenROAD-flow-scripts/flow DESIGN_CONFIG=/design/flow/config.mk WORK_HOME=/design/flow/orfs finish
</file>
<file path="flow/design.v">
`timescale 1ns / 1ps
module binary_to_bcd_converter(
  input [7:0] data,
  output reg [3:0] bit0,bit1,bit2,
  output reg [11:0] BCD
    );
	 integer n;
	 always@(data)
	 begin
	  bit0=0;bit1=0;bit2=0;
     for(n=0;n<8;n=n+1)
	   begin
		  if(bit0>4)bit0=bit0+3;
		  if(bit1>4)bit1=bit1+3;
		  if(bit2>4)bit2=bit2+3;
		  {bit2,bit1,bit0}={bit2,bit1,bit0,data[7-n]};
		 end
       BCD={bit2,bit1,bit0};		 
    end
endmodule
</file>
==> flow_summary.toml <==
# synthesis and place-and-route metrics
[power]
p_switching_w = 0.000213
p_total_w = 0.000532
netSwitchingFraction_pct = 40.1
irDropWorstVdd_mv = 0.163
p_int_w = 0.000319
clkPwrFrac_pct = 0
seqPwrFrac_pct = 0
p_per_area_nw_per_um2 = 282
p_leak_nw = 0.836
pwr-share-comb_pct = 100.0

[global_routing]
track_usage_pct = 8.86
grt_max_degree = 14
grt_pass1_wl_mm = 4.98
first_global_vias = 1153
grt_overflow = 0
antenna_found_initial = 0

[finish]
regArea_um2 = 0
layout-drive-gt1-share_pct = 61.3
n_clock_buffer = 0
seq_cells = 0
areaGrowthSynthToFinish_pct = 84.2

[placement]
dp_hpwl_mm = 2.29
portBuffers = 25
gp_congestion = 0.851
post-place-ws_ns = -1.55

[floorplan]
fp_util_pct = 30.0
die_x_um = 80
ios = 32
rows = 21
coreArea_um2 = 3420
die_h_um = 80
dieArea_um2 = 6400

[status]
status = "finished, violations left"
violations = "setup timing"

[synth]
ys_seq_share_pct = 0
synth_cells = 136
area_leaders = "ha_1 (12%), buf_4 (12%), xnor2_1 (4.3%)"
simple_gate_share_pct = 19.8
top_area_cell = "ha_1"
ys_sh_aoi_pct = 36.4
avgSynthCellArea_um2 = 7.53
syn_area_um2 = 1020
muxShareOfSynthArea_pct = 5.50
synthAdderAreaFrac_pct = 12.2
ys_area_um2 = 1020
synthTopLogicFamily = "AND-OR/OR-AND gates"
top_area_share_pct = 12.2
yosysUniqueCellTypes = 54
yosys_cells = 136
xor_share_pct = 9.17
synth_warnings = 1

[route]
wire_per_inst_um = 12.2
via_per_inst = 4.88
vias = 1219
drt_iter0_markers = 77
route.met2.wl_mm = 1.45
post-route-drc-count = 0
wl_mm = 3.05
ant_nets = 0
antennaDiodeCount = 0
top_layer = "met3"
wl_met1_mm = 1.42
dr.pass1.iters = 4
wl_met3_um = 183

[setup_path]
critPathCaptureType = "output pin"
crit_path_cell_trace = "buf_12, inv_12, ha_4, inv_4, ha_4, and2_4, o41a_1, xor2_2, or2_4, o211ai_1, nand2_1, ha_4, a32o_1, a311oi_2, a221oi_4, ha_4, o21bai_4, buf_6, mux2i_2, buf_2"
slowest_delay_ns = 0.34
crit_required_ns = 3.60
start_kind = "input port"
critPathBufInv = 5
critPathTopFamily = "AND-OR/OR-AND gates"
slowest_stage = "o41a_1"
crit_fanout = 7
crit_type = "in -> out"
crit_arrival_ns = 4.22
cpMostUsedCell = "ha_4"

[hold_path]
hold_end = "BCD[0]"
hold_class = "in -> out"
whs_path_depth = 0
min_from = "data[0]"

[cts]
cts_hold_buffers = 0

[final_timing]
rsz0062_at_grt = "true"
max-slew-margin-rel_pct = 63.3
slew_violations = 0
hold_violations = 0
fmax_ghz = 0.195
fin_crit_sh_pct = 114
setup_viol_count_final = 16
fin_ws_ns = -0.624
fin_crit_ns = 5.12
tightest_slew_ns = 0.550

[job]
cap_violations = 0
warning_count = 41
## Yosys cell counts, types with 2 or more instances
cell type,n
a21oi_1,4
o21ai_0,4
xnor2_1,5
o21ai_1,3
nor2b_1,3
clkbuf_1,3
mux2i_1,3
a211oi_1,2
nand2b_1,4
buf_4,16
nand2_1,8
inv_1,10
o21a_1,2
a21oi_2,2
and3_1,2
nand3_1,3
xor2_1,2
nor2_1,11
o211ai_1,3
a211oi_2,2
o31ai_1,2
ha_1,10
## logic make-up (layout without fill, tap and decap cells)
group / count (synthesis) / in the layout
adders and majority gates: 10 / 10
muxes: 5 / 5
AOI/OAI and AO/OA: 43 / 43
and+or+nand+nor: 39 / 39
other: 1 / 4
buffers and inverters: 29 / 94
xor gates and xnor gates: 9 / 9
## power by group through the flow
stage / logic (W) / registers, W / clock network (W)
after CTS: 0.000483 / 0 / 0
after global routing: 0.000578 / 0 / 0
final: 0.000532 / 0 / 0
## final cells by class
type | count | area (µm²)
fillers | 296 | 1530
inverters | 10 | 67.6
multi-input cells | 110 | 1080
well taps | 46 | 57.6
repair buffers | 84 | 678
## layout by cell type (no fill, tap or decap), types with 2 or more instances in the layout
master            n
nor2b_1           3
nand3_1           2
o21ai_2           2
mux2i_1           2
nor2_1           10
mux2_4            2
ha_2              2
o21ai_1           2
o21ai_0           3
ha_4              4
xnor2_2           3
buf_2            14
a21oi_1           2
xnor2_1           3
a21oi_2           2
xor2_2            2
nand2b_1          2
clkdlybuf4s50_1   6
inv_4             2
conb_1            4
o21a_1            2
buf_4            47
a211oi_2          3
inv_1             5
ha_1              4
buf_6            13
o211ai_1          3
nand2b_4          2
nand2_1           8
a21oi_4           2
## stage by stage
step	TNS, ns	util [%]	hold WS [ns]	instances	area [µm²]
after floorplan	-6.08	-	1.84	139	1140
after global placement	-24.01	48.1	1.80	235	1640
after detailed placement	-24.73	48.1	1.80	235	1640
after CTS	-8.20	52.3	1.80	248	1790
after global routing	-11.33	55.2	1.80	250	1890
final	-8.55	55.2	1.80	250	1890
## timing repair
| item | CTS | global route |
|---|---|---|
| endpoints found under the setup margin | 18 | 18 |
| endpoints found under the hold margin | 0 | 0 |
| pin swaps | 28 | 13 |
| gates resized | 86 | 19 |
| setup buffers | 14 | 4 |
## worst max-delay path by stage
stage / from / end / slack, ns / depth (start not counted)
6_report: data[6] / BCD[6] / -0.62 / 20
5_1_grt: data[5] / BCD[2] / -0.79 / 22
4_1_cts: data[5] / bit1[1] / -0.59 / 20
## metal layers
layer	vias up	GRT usage [%]
li1	619	-
met1	569	11.8
met2	31	15.5
met3	0	1.36
met4	0	0
met5	-	0
Power figures rest on the tool's default switching activity, not on a simulated workload.
