==> flow/design.v <==
`timescale 1ns / 1ps
module bit_4_multiplier(
 input [3:0] a,b,
 output [7:0] out
    );
	wire [7:0] t1,t2,t3,t4;
assign t1=b[0]?(a<<0):8'b0;
assign t2=b[1]?(a<<1):8'b0;
assign t3=b[2]?(a<<2):8'b0;
assign t4=b[3]?(a<<3):8'b0;
assign out=t1+t2+t3+t4;
endmodule
==> flow/run.sh <==
#!/bin/bash
# OpenROAD 26Q1-2900-gdf79404cd8, Yosys 0.63+post, stock flow scripts
make -C /OpenROAD-flow-scripts/flow DESIGN_CONFIG=/design/flow/config.mk WORK_HOME=/design/flow/orfs finish
==> flow/config.mk <==
export PLATFORM = sky130hd
export DESIGN_NAME = bit_4_multiplier
export DESIGN_NICKNAME = bit_4_multiplier
export VERILOG_FILES = /design/flow/design.v
export SDC_FILE = /design/flow/constraint.sdc
export NUM_CORES = 4
export LEC_CHECK = 1
export CORE_AREA = 10 10 70 70
export DIE_AREA = 0 0 80 80
==> flow/constraint.sdc <==
current_design bit_4_multiplier

set clk_period 2.7
set clk_io_pct 0.2

create_clock -name clk0 -period $clk_period

set non_clock_inputs [all_inputs -no_clocks]
set_input_delay [expr $clk_period * $clk_io_pct] -clock clk0 $non_clock_inputs
set_output_delay [expr $clk_period * $clk_io_pct] -clock clk0 [all_outputs]
==> notes.md <==
Figures from the implementation reports.

- The run finished, with violations left.
- The final reports fail on negative setup slack.
- The data arrival time at the worst-slack endpoint is 2920 ps.
- The share of synthesized area occupied by flip-flops and latches reads 0.
- The design has 0 sequential cells.
- The startpoint class of the critical path reads an input port.
- Walking the worst path, the cells encountered are buf_6, and2_4, fa_1, inv_1, fa_1, inv_2, ha_4, fa_2, a21o_1, a21oi_2, xnor2_1, buf_2.
- By area the synthesized netlist is led by sky130_fd_sc_hd__ha_1 32%, sky130_fd_sc_hd__fa_1 26%, sky130_fd_sc_hd__and2_1 19%.
- The pin count of the biggest net entering global routing is 5.
- The shortest clock period the worst path allows after layout is 3460 ps.
- The mapped cell area reads 385 sq um.
- The Yosys chip area is 385 sq um.
- The core area is 3420 sq um.
- The count of unique library cells instantiated by Yosys is 10.
- After technology mapping, the gate count stands at 42.
- The number of standard-cell rows in the floorplan reads 21.
- The core utilization at floorplan is 0.113.
- The sum of net half-perimeters after detailed placement reads 857 um.
- The finished cells cover 684 sq um.
- The total global routing overflow is 0.
- Overall routing resource usage recorded by global route was 0.0330.
- The total placed instance area is 659 sq um.
- The sequential standard cell area reads 0 sq um.
- Final hold analysis gives a worst-case slack of 1630 ps.
- The category of the critical setup timing path is input port to output port.
- The routed wire length per instance reads 8.78 um.
- Post-route period utilization is reported as 1.28.
- The number of logged tool warnings is 35.
- For the final routed database, the setup TNS stands at -2560 ps.
- The final weighted congestion in routability-driven placement is 0.834.
- From bottom edge to top edge, the die measures 80 um.
- Setup repair after global routing could not meet its margin everywhere.
- The DRC violation total after the first TritonRoute iteration is 3.
- The wire length reported by the detailed router reads 992 um.
- The ratio of cells with drive above 1 in the final layout is 0.478.
- The total power divided by cell area reads 198 nW/um^2.
- The remaining antenna violation count is 0.
- The via count of the first global-routing pass reads 369.
- The tally of filler cells in the layout reads 385.
- The via density per instance reads 3.19.
- The cell repeated most along the worst path reads sky130_fd_sc_hd__fa_1.
- The number of antenna violations at the first check in global routing reads 0.
- The via count is 361.
- The total I/O pin count reads 16.
- After synthesis, the mean cell area works out to 9.18 sq um.
- The maximum net fanout on the critical path reads 2.
- The count of endpoints failing setup in the final report reads 5.
- The die width is 80 um.
- The yosys warning tally reads 0.
- The share of synthesized area in the top cell type comes to 0.325.
- The chip occupies 6400 sq um.
- The count of input and output buffers reads 16.
- The final antenna diode count reads 0.
- The count of endpoints failing hold in the final timing report reads 0.
- The highest clock rate this design can be run at is 289 MHz.
- The static leakage is 0.365 nW.
- The multi-input gate area in the final layout reads 414 sq um.
- The number of optimization iterations in the first detailed-route pass reads 2.
- The pin slew with the least headroom to its limit reads 127 ps.
- The delay of the slowest cell on the worst path is 530 ps.
- By instance count, the leading cell after synthesis is sky130_fd_sc_hd__and2_1.
- The capturing element type of the critical path is an output port.
- The layout has 0 clock buffers.
- The required arrival time at the worst endpoint reads 2160 ps.
- In the final report, the number of pins over their slew limit comes to 0.
- The post-cts hold buffer count reads 0.
- The setup slack at placement reads -1570 ps.
- The number of max-capacitance violations reported is 0.
- The remaining routing DRC violations reads 0.
- Counting instances in the post-synthesis netlist gives the leading cell types as 12 x sky130_fd_sc_hd__and2_1, 10 x sky130_fd_sc_hd__ha_1, 5 x sky130_fd_sc_hd__fa_1.
- The leading area contributor after synthesis is sky130_fd_sc_hd__ha_1.
- The type of the tightest min-delay check reads input port to output port.
- The largest voltage drop on the vdd net is 0.0000488 V.
- The first global-routing pass estimated 1750 um of wire.
- The max-slew check reports its worst relative slack as 0.915.
- The number of standard cells reported by yosys is 42.
- The post-synthesis to final-layout area growth is 77.6%.
- The critical path in the final layout is reported with a setup slack of -762 ps.
- The worst-path cell with the longest stage delay reads sky130_fd_sc_hd__fa_1.
-- critical path: cells and delay by family --
kind / cells / cell delay (ps)
and+or+nand+nor: 1 / 150
adders and majority gates: 4 / 1520
AOI/OAI and AO/OA: 2 / 300
xor gates and xnor gates: 1 / 120
buffers and inverters: 4 / 300
-- power by group --
group	leakage, nW	switching, mW	total, mW	internal [mW]
sequential	0	0	0	0
clock	0	0	0	0
combinational	0.365	0.0524	0.136	0.0833
total	0.365	0.0524	0.136	0.0833
-- layout make-up --
type | count | area share
repair buffers | 25 | 0.289
inverters | 4 | 0.0219
well taps | 46 | 0.0841
multi-input cells | 38 | 0.605
-- final timing paths --
path	start	endpoint	slack, ps	cells past startpoint
setup / recovery	b[1]	out[7]	-760	12
hold / removal	a[1]	out[2]	1630	5
-- cell families (layout without fill, tap and decap cells) --
family	after synthesis	count (layout)	synth area share
XOR/XNOR	3	3	0.0682
AND/OR/NAND/NOR	16	16	0.234
buffers and inverters	4	29	0.0389
AND-OR/OR-AND	4	4	0.0747
adder cells (fa/ha/maj)	15	15	0.584
-- metal layers --
| metal | wire [um] | GRT usage |
|---|---|---|
| met5 | 0 | 0 |
| met4 | 0 | 0 |
| met3 | 106 | 0.00909 |
| met2 | 305 | 0.0417 |
| met1 | 581 | 0.0550 |
-- placed cells by master (no fill, tap or decap), types with 3 or more instances in the layout --
cell,Yosys,final
sky130_fd_sc_hd__and2_4,0,3
sky130_fd_sc_hd__nand2_1,4,3
sky130_fd_sc_hd__ha_1,10,8
sky130_fd_sc_hd__buf_4,0,8
sky130_fd_sc_hd__and2_1,12,9
sky130_fd_sc_hd__buf_2,0,7
sky130_fd_sc_hd__buf_6,0,5
sky130_fd_sc_hd__inv_1,4,3
sky130_fd_sc_hd__fa_1,5,3
-- stage by stage --
stage / total power [mW] / cells / utilization
floorplan: 0.0513 / 42 / -
global placement: 0.138 / 110 / 0.193
detailed placement: 0.138 / 110 / 0.193
CTS: 0.141 / 112 / 0.198
global route: 0.157 / 113 / 0.200
finish: 0.136 / 113 / 0.200
-- timing repair --
item,CTS,global route
resized,53,4
buffers inserted,2,1
setup endpoints to repair,6,6
pin swaps,12,7
Power and IR drop assume default switching activity.
